### design/flow/run.sh
#!/bin/bash
# OpenROAD 26Q1-2900-gdf79404cd8, Yosys 0.63+post, stock flow scripts
make -C /OpenROAD-flow-scripts/flow DESIGN_CONFIG=/design/flow/config.mk WORK_HOME=/design/flow/orfs finish
### design/flow/config.mk
export PLATFORM = sky130hd
export DESIGN_NAME = bit16
export DESIGN_NICKNAME = bit16
export VERILOG_FILES = /design/flow/design.v
export SDC_FILE = /design/flow/constraint.sdc
export NUM_CORES = 4
export LEC_CHECK = 1
export CORE_UTILIZATION = 50
### design/flow/constraint.sdc
current_design bit16

set clk_period 2.9
set clk_io_pct 0.2

create_clock -name clk0 -period $clk_period [get_ports {clk}]

set non_clock_inputs [all_inputs -no_clocks]
set_input_delay [expr $clk_period * $clk_io_pct] -clock clk0 $non_clock_inputs
set_output_delay [expr $clk_period * $clk_io_pct] -clock clk0 [all_outputs]
### design/flow/design.v
module bit16 (
    input wire clk,
    input wire rst,
    input wire [15:0] io_in,
    output wire [15:0] io_out,
    output wire [15:0] debug_pc,
    output wire [15:0] debug_reg_data
);
    wire [15:0] pc;
    wire [15:0] instr;
    wire [15:0] alu_result;
    wire [15:0] reg1, reg2;
    wire [15:0] imm;
    wire [4:0] rs1, rs2, rd;
    wire [3:0] alu_op;
    wire reg_write, mem_read, mem_write, branch, jump;
    wire [15:0] mem_out;
    wire [15:0] write_data;
    wire zero_flag;
    assign debug_pc = pc;
    assign debug_reg_data = reg1;
    reg [15:0] pc_reg;
    wire [15:0] pc_next;
    wire pc_branch;
    assign pc = pc_reg;
    assign pc_branch = branch & zero_flag;
    assign pc_next = jump ? (pc + imm) : pc_branch ? (pc + imm) : (pc + 16'd2);
    always @(posedge clk or posedge rst) begin
        if (rst)
            pc_reg <= 16'd0;
        else
            pc_reg <= pc_next;
    end
    reg [15:0] imem [0:255];
    assign instr = imem[pc[8:1]];
    initial begin
        imem[0] = 16'h1001;
        imem[1] = 16'h2002;
        imem[2] = 16'h0221;
        imem[3] = 16'h4301;
        imem[4] = 16'h5401;
        imem[5] = 16'h6000;
        for (integer i = 6; i < 256; i = i + 1) begin
            imem[i] = 16'h0000;
        end
    end
    instr_decoder decoder (
        .instr(instr),
        .rs1(rs1),
        .rs2(rs2),
        .rd(rd),
        .imm(imm),
        .alu_op(alu_op),
        .reg_write(reg_write),
        .mem_read(mem_read),
        .mem_write(mem_write),
        .branch(branch),
        .jump(jump)
    );
    register_file regfile (
        .clk(clk),
        .rst(rst),
        .rs1(rs1),
        .rs2(rs2),
        .rd(rd),
        .write_data(write_data),
        .reg_write(reg_write),
        .data1(reg1),
        .data2(reg2)
    );
    alu alu_unit (
        .a(reg1),
        .b(reg2),
        .imm(imm),
        .alu_op(alu_op),
        .result(alu_result),
        .zero(zero_flag)
    );
    data_memory dmem (
        .clk(clk),
        .rst(rst),
        .address(alu_result[7:0]),
        .write_data(reg2),
        .mem_read(mem_read),
        .mem_write(mem_write),
        .read_data(mem_out),
        .io_in(io_in),
        .io_out(io_out)
    );
    assign write_data = mem_read ? mem_out : alu_result;
endmodule
module instr_decoder (
    input wire [15:0] instr,
    output reg [4:0] rs1,
    output reg [4:0] rs2,
    output reg [4:0] rd,
    output reg [15:0] imm,
    output reg [3:0] alu_op,
    output reg reg_write,
    output reg mem_read,
    output reg mem_write,
    output reg branch,
    output reg jump
);
    wire [3:0] opcode = instr[3:0];
    wire [3:0] funct3 = instr[7:4];
    wire [7:0] upper_bits = instr[15:8];
    always @(*) begin
        rs1 = 5'd0;
        rs2 = 5'd0;
        rd = 5'd0;
        imm = 16'd0;
        alu_op = 4'd0;
        reg_write = 1'b0;
        mem_read = 1'b0;
        mem_write = 1'b0;
        branch = 1'b0;
        jump = 1'b0;
        case (opcode)
            4'h0: begin
                rs1 = instr[8:4];
                rs2 = instr[13:9];
                rd = instr[15:14];
                alu_op = 4'b0000;
                reg_write = 1'b1;
            end
            4'h1: begin
                rs1 = 5'd0;
                rd = instr[7:4];
                imm = {8'd0, instr[15:8]};
                alu_op = 4'b0001;
                reg_write = 1'b1;
            end
            4'h2: begin
                rs1 = 5'd0;
                rd = instr[7:4];
                imm = {8'd0, instr[15:8]};
                alu_op = 4'b0001;
                reg_write = 1'b1;
            end
            4'h4: begin
                rs1 = instr[8:4];
                rs2 = instr[13:9];
                imm = {8'd0, instr[15:14], 6'd0};
                mem_write = 1'b1;
            end
            4'h5: begin
                rs1 = instr[8:4];
                rd = instr[13:9];
                imm = {8'd0, instr[15:14], 6'd0};
                mem_read = 1'b1;
                reg_write = 1'b1;
            end
            4'h6: begin
                rs1 = instr[8:4];
                rs2 = instr[13:9];
                imm = {8'd0, instr[15:14], 6'd0};
                branch = 1'b1;
                alu_op = 4'b0010;
            end
            default: begin
            end
        endcase
    end
endmodule
module register_file (
    input wire clk,
    input wire rst,
    input wire [4:0] rs1,
    input wire [4:0] rs2,
    input wire [4:0] rd,
    input wire [15:0] write_data,
    input wire reg_write,
    output wire [15:0] data1,
    output wire [15:0] data2
);
    reg [15:0] registers [0:31];
    integer i;
    always @(posedge clk or posedge rst) begin
        if (rst) begin
            for (i = 0; i < 32; i = i + 1) begin
                registers[i] <= 16'd0;
            end
        end else if (reg_write && rd != 5'd0) begin
            registers[rd] <= write_data;
        end
    end
    assign data1 = (rs1 == 5'd0) ? 16'd0 : registers[rs1];
    assign data2 = (rs2 == 5'd0) ? 16'd0 : registers[rs2];
endmodule
module alu (
    input wire [15:0] a,
    input wire [15:0] b,
    input wire [15:0] imm,
    input wire [3:0] alu_op,
    output reg [15:0] result,
    output wire zero
);
    always @(*) begin
        case (alu_op)
            4'b0000: result = a + b;
            4'b0001: result = a + imm;
            4'b0010: result = a - b;
            4'b0011: result = a & b;
            4'b0100: result = a | b;
            4'b0101: result = a ^ b;
            4'b0110: result = a << b[3:0];
            4'b0111: result = a >> b[3:0];
            default: result = 16'd0;
        endcase
    end
    assign zero = (result == 16'd0);
endmodule
module data_memory (
    input wire clk,
    input wire rst,
    input wire [7:0] address,
    input wire [15:0] write_data,
    input wire mem_read,
    input wire mem_write,
    output reg [15:0] read_data,
    input wire [15:0] io_in,
    output reg [15:0] io_out
);
    reg [15:0] memory [0:255];
    integer i;
    always @(posedge clk or posedge rst) begin
        if (rst) begin
            for (i = 0; i < 256; i = i + 1) begin
                memory[i] <= 16'd0;
            end
            io_out <= 16'd0;
        end else begin
            if (mem_write) begin
                if (address == 8'hFF) begin
                    io_out <= write_data;
                end else begin
                    memory[address] <= write_data;
                end
            end
        end
    end
    always @(*) begin
        if (mem_read) begin
            if (address == 8'hFE) begin
                read_data = io_in;
            end else if (address == 8'hFF) begin
                read_data = io_out;
            end else begin
                read_data = memory[address];
            end
        end else begin
            read_data = 16'd0;
        end
    end
endmodule
==> summary.txt <==
Total antenna diodes in the routed design - 0
Number of antenna violations at the first check in global routing - 0
Maximum fanout encountered on the critical timing path - 12
Normalized max-slew margin - 0.595
Sequential cell area fraction in the yosys report - 0.320
Setup clock skew after layout - 8.48 ps
Count of filler cells inserted in the layout - 412
RSZ-0062 raised after global routing - true
Flop and latch count out of synthesis - 47
TritonCTS Buffers - 5
Core Util at FP - 0.530
Top cells by instance count after synthesis - 62 x nand2_1, 47 x dfrtp_1, 27 x ha_1
Overall global routing resource usage - 0.263
Proportion of layout cells with a drive suffix above 1 - 0.426
Hold WS - 487 ps
Slew Limit Fails - 0
Setup crit start kind - register
Top-level port count - 66
Site row count - 30
Slowest stage delay, CP - 560 ps
Root Buffer - clkbuf_8
Fraction of synthesis flops using an asynchronous set or reset pin - 1.00
Category of the critical setup timing path - register to register
Worst endpoint required time - 3080 ps
Violated checks - negative setup slack
Cells traversed along the worst timing path - or4_4 -> nor2_4 -> nand3_2 -> buf_4 -> ha_4 -> nand2b_4 -> nor3b_4 -> buf_6 -> nor2b_2 -> buf_4 -> a22oi_1 -> ha_1 -> buf_4 -> o21a_1 -> o21ai_2 -> buf_4 -> a21oi_4 -> a221oi_2 -> xor2_1 -> o21ai_1
Class of the tightest hold or removal check - register to register
Height of the die - 87.8 um
Core Box Area - 6940 um^2
Final hold violation count - 0
Setup TNS after final layout - -36660 ps
Max Fclk - 236 MHz
Dominant cell type by count on the critical path - buf_4
Placer's final routability congestion estimate - 0.924
Critical path endpoint category - register
Clock period minus final worst setup slack - 4230 ps
Via count - 3671
DRC violation count after routing - 0
DRT Pass-1 Iters - 4
Worst-margin pin slew - 607 ps
Latency at later pin - 300 ps
Biggest area cells - dfrtp_1 32%, ha_1 9.2%, nand2_1 6.3%
Drt via density - 5.37
Worst Path Arrival - 4410 ps
Mapped Cells - 433
Post-synth EDFFs - 0
Cell type with the largest total area - dfrtp_1
Post-layout total power - 1.14 mW
Maximum root-to-sink buffer count - 2
WL final - 10.2 mm
Clock tree from TritonCTS - built
Crit share post-route - 1.46
Critical-path cell with the highest stage delay - or4_4
DRC violation total after the first TritonRoute iteration - 211
Global-route wire length before repair - 15.3 mm
Total power per unit cell area - 201 nW/um^2
Post-synthesis chip area from yosys - 3680 um^2
Die footprint - 7700 um^2
Area leader share - 0.320
Number of flip-flops under the largest register name - 32
Antenna Nets Post-Route - 0
Signed area change from the synthesized netlist to the final layout - 54.4%
Clock transition at path regs - 90 ps
Syn avg cell area - 8.49 um^2
Post-synth top flop - dfrtp_1
Yosys cell count - 433
WL per Instance - 15.0 um
Leakage Power - 2.71 nW
Sink Count - 47
Cell with the most instances after synthesis - nand2_1
Setup violators final - 46
Netlist Area Pre-Place - 3680 um^2
Die X - 87.8 um
Library cells used by synthesis - 56
Run status - finished, violations left
Synthesis Warnings - 7
Vias in the first global route - 3238
Largest vdd supply drop - 254 uV
Final worst setup slack - -1330 ps
HPWL Detailed - 7.08 mm
Overflow after GRT - 0
Maximum number of pins on one net before global-route repair - 48
Number of levels the H-tree was split into - 2
Number of warnings in the stage logs - 51
Count of hold-fix buffers inserted at cts - 0
Port-buffer cells - 32
Maximum Capacitance Violations - 0
-- cells by family after synthesis --
kind of cell,Yosys count,synth area share
and+or+nand+nor,168,0.229
DFF,47,0.320
AOI/OAI and AO/OA,97,0.169
buffers and inverters,48,0.0670
other,1,0.00102
adders and majority gates,28,0.0973
xor gates and xnor gates,30,0.0752
muxes,14,0.0415
-- power by group --
part           switching [mW]  total [mW]  internal [mW]
Combinational          0.0135      0.0157        0.00220
Clock                   0.220       0.472          0.252
Sequential                  0       0.655          0.655
-- worst max-delay path: cells and delay by family, from the launching register on --
kind	cells	cell delay, ps
compound gates	6	1100
flops	1	380
buf+inv	5	780
fa+ha+maj	2	490
xor+xnor	1	300
simple gates	6	1070
-- what timing repair did --
action | in CTS | in global routing
gates resized | 69 | 44
setup buffers | 10 | 12
pin swaps | 39 | 33
hold endpoints to repair | 0 | 0
endpoints found under the setup margin | 46 | 46
-- path summary, 6_finish.rpt --
| kind | start | end | slack [ps] | cells past startpoint |
|---|---|---|---|---|
| worst min-delay path | pc_reg[15] | pc_reg[15] | 490 | 1 |
| max in group asynchronous | rst | regfile.registers[1][13] | 1730 | 3 |
| worst max-delay path | pc_reg[4] | regfile.registers[1][10] | -1330 | 20 |
| min in group asynchronous | rst | pc_reg[9] | 750 | 3 |
| worst max register to register | pc_reg[4] | regfile.registers[1][10] | -1330 | 20 |
| worst min register to register | pc_reg[15] | pc_reg[15] | 490 | 1 |
-- per-layer routing --
layer  vias up  routed length (um)  global-route usage
met2        96                4580               0.402
met3        12                 536              0.0258
li1       1808                   -                   -
met4         0                  99              0.0224
met5         -                   0                   0
met1      1755                5000               0.435
-- area by class of cell --
type                    instances  area (um^2)  area share
well taps                      96          120      0.0211
clock buffers                   5         68.8      0.0121
flip-flops and latches         47         1180       0.207
inverters                      16         60.1      0.0106
clock inverters                 2         37.5     0.00661
multi-input cells             354         2870       0.505
repair buffers                163         1350       0.238
-- layout by cell type (no fill, tap or decap), drive strengths merged, types with 15 or more instances in the layout --
master,synthesis,layout
a21oi,18,18
ha,27,27
buf,19,131
dfrtp,47,47
xnor2,17,17
nor2,21,21
inv,16,16
nand3,15,15
and2,17,17
nand2,62,62
o21ai,40,40
conb,1,17
clkdlybuf4s50,0,32
-- through the flow --
step | setup WS [ps] | cell area (um^2) | util | std cells
floorplan | -1480 | 3900 | - | 449
global placement | -1410 | 4960 | 0.714 | 655
detailed placement | -1440 | 4960 | 0.714 | 655
CTS | -1200 | 5350 | 0.771 | 671
global route | -1460 | 5680 | 0.818 | 683
finish | -1330 | 5680 | 0.818 | 683
Power and IR drop assume default switching activity.
